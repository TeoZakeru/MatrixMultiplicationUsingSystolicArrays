[run.sh]
#!/bin/bash
# OpenROAD 26Q1-2900-gdf79404cd8, Yosys 0.63+post, stock flow scripts
make -C /OpenROAD-flow-scripts/flow DESIGN_CONFIG=/design/flow/config.mk WORK_HOME=/design/flow/orfs finish
[config.mk]
export PLATFORM = sky130hd
export DESIGN_NAME = radix8_booth_multiplier
export DESIGN_NICKNAME = radix8_booth_multiplier
export VERILOG_FILES = /design/flow/design.v
export SDC_FILE = /design/flow/constraint.sdc
export NUM_CORES = 4
export LEC_CHECK = 1
export CORE_UTILIZATION = 40
[design.v]
module WallaceTreeMult(
	input clk,
	input rst,
    input [15:0] P1_in,
    input [13:0] P2_in,
    input [11:0] P3_in,
    input [9:0] P4_in,
    output reg [15:0] Out
);
    reg [15:0] P1, P1_double;
    reg [13:0] P2, P2_double;
    reg [11:0] P3, P3_double;
    reg [9:0] P4, P4_double;
    wire [15:0] sum;
    wire [16:0] carries;  
    wire [15:0] arg1, arg2;
   always @(posedge clk or negedge rst) begin
    	if(!rst) begin
    		P1 <= 0;
    		P2 <= 0;
    		P3 <= 0;
    		P4 <= 0;
    		Out <= 0;
    	end
    	else begin
    		P1 <= P1_in;
    		P2 <= P2_in;
    		P3 <= P3_in;
    		P4 <= P4_in;
    		Out <= sum;
    	end
    end
    reg HA1_sum_reg, HA1_carry_reg, HA1_sum_double_reg, HA1_carry_double_reg;
    wire HA1_sum, HA1_carry;
    reg HA_2_1_sum_reg, HA_2_1_carry_reg;
    wire HA_2_1_sum, HA_2_1_carry;
    wire [10:0] FA_sum;
    reg [10:0] FA_sum_reg;
    wire [10:0] FA_carry;
    reg [10:0] FA_carry_reg;
    wire FA1_sum, FA2_sum, FA3_sum, FA4_sum, FA5_sum, FA6_sum, FA7_sum, FA8_sum, FA9_sum, FA10_sum;
    wire FA1_carry, FA2_carry, FA3_carry, FA4_carry, FA5_carry, FA6_carry, FA7_carry, FA8_carry, FA9_carry, FA10_carry;
    wire FA11_sum, FA11_carry;
    wire [8:0] FA_2_sum;
    wire [8:0] FA_2_carry;
    wire FA_2_1_sum, FA_2_1_carry;
    wire FA_2_2_sum, FA_2_2_carry;
    wire FA_2_3_sum, FA_2_3_carry;
    wire FA_2_4_sum, FA_2_4_carry;
    wire FA_2_5_sum, FA_2_5_carry;
    wire FA_2_6_sum, FA_2_6_carry;
    wire FA_2_7_sum, FA_2_7_carry;
    wire FA_2_8_sum, FA_2_8_carry;
    wire FA_2_9_sum, FA_2_9_carry;
    HalfAdder HA1 (P1[4], P2[2], HA1_sum, HA1_carry);
    FullAdder FA1 (P1[5], P2[3], P3[1], FA_sum[0], FA_carry[0]);
    FullAdder FA2 (P1[6], P2[4], P3[2], FA_sum[1], FA_carry[1]);
    FullAdder FA3 (P1[7], P2[5], P3[3], FA_sum[2],FA_carry[2]);
    FullAdder FA4 (P1[8], P2[6], P3[4], FA_sum[3], FA_carry[3]);
    FullAdder FA5 (P1[9], P2[7], P3[5], FA_sum[4], FA_carry[4]);
    FullAdder FA6 (P1[10], P2[8], P3[6], FA_sum[5], FA_carry[5]);
    FullAdder FA7 (P1[11], P2[9], P3[7], FA_sum[6],FA_carry[6]);
    FullAdder FA8 (P1[12], P2[10], P3[8], FA_sum[7], FA_carry[7]);
    FullAdder FA9 (P1[13], P2[11], P3[9], FA_sum[8], FA_carry[8]);
    FullAdder FA10 (P1[14], P2[12], P3[10], FA_sum[9], FA_carry[9]);
    FullAdder FA11 (P1[15], P2[13], P3[11], FA_sum[10], FA_carry[10]);
	always @(posedge clk or negedge rst) begin
		if(!rst) begin
			FA_sum_reg <= 0;
			FA_carry_reg <= 0;
			HA1_sum_reg <= 0;
			HA1_carry_reg <= 0;
			P1_double <= 0;
			P2_double <= 0;
			P3_double <= 0;
			P4_double <= 0;
		end
		else begin
			P1_double <= P1;
			P2_double <= P2;
			P3_double <= P3;
			P4_double <= P4;
			FA_sum_reg <= FA_sum;
			FA_carry_reg <= FA_carry;
			HA1_sum_reg <= HA1_sum;
			HA1_carry_reg <= HA1_carry;
		end
	end
    HalfAdder HA_2_1  (FA_sum_reg[1],  FA_carry_reg[0],  HA_2_1_sum, HA_2_1_carry);
    FullAdder FA_2_1  (FA_sum_reg[2],  FA_carry_reg[1],  P4_double[1], FA_2_sum[0],  FA_2_carry[0]);
    FullAdder FA_2_2  (FA_sum_reg[3],  FA_carry_reg[2],  P4_double[2], FA_2_sum[1],  FA_2_carry[1]);
    FullAdder FA_2_3  (FA_sum_reg[4],  FA_carry_reg[3],  P4_double[3], FA_2_sum[2],  FA_2_carry[2]);
    FullAdder FA_2_4  (FA_sum_reg[5],  FA_carry_reg[4],  P4_double[4], FA_2_sum[3],  FA_2_carry[3]);
    FullAdder FA_2_5  (FA_sum_reg[6],  FA_carry_reg[5],  P4_double[5], FA_2_sum[4],  FA_2_carry[4]);
    FullAdder FA_2_6  (FA_sum_reg[7],  FA_carry_reg[6],  P4_double[6], FA_2_sum[5],  FA_2_carry[5]);
    FullAdder FA_2_7  (FA_sum_reg[8],  FA_carry_reg[7],  P4_double[7], FA_2_sum[6],  FA_2_carry[6]);
    FullAdder FA_2_8  (FA_sum_reg[9],  FA_carry_reg[8],  P4_double[8], FA_2_sum[7],  FA_2_carry[7]);
    FullAdder FA_2_9  (FA_sum_reg[10], FA_carry_reg[9],  P4_double[9], FA_2_sum[8],  FA_2_carry[8]);
    assign arg1 = {FA_2_sum[8:0], HA_2_1_sum, FA_sum_reg[0], HA1_sum_reg, P1_double[3:0]};
    assign arg2 = {FA_2_carry[7:0], HA_2_1_carry, P4_double[0], HA1_carry_reg, P3_double[0], P2_double[1:0], 2'b0};
    assign carries[0] = 1'b0;
    genvar i;
    generate
      for (i = 0; i < 16; i = i + 1) begin: cpa_loop
        assign sum[i] = arg1[i] ^ arg2[i] ^ carries[i];
        assign carries[i+1] = (arg1[i] & arg2[i]) | (arg1[i] & carries[i]) | (arg2[i] & carries[i]);
      end
    endgenerate
endmodule
module FullAdder (input a, b, c, output sum, cout);
  wire w1, w2, w3;
  HalfAdder HA1 (a, b, w2, w1);
  HalfAdder HA2 (w2, c, sum, w3);
  assign cout = w1 | w3; 
endmodule
module HalfAdder 
  (
   A,
   B,
   sum,
   carry
   );
  input  A;
  input  B;
  output sum;
  output carry;
  assign sum   = A ^ B;   
  assign carry = A & B;   
endmodule  
module radix8_booth_multiplier #(parameter N = 8) (
    input  signed [N-1:0] a,   
    input  signed [N-1:0] b,   
    input clk, 
    input rst,
    output reg [2*N-1:0] Prod  
);
    localparam NUM_PARTIALS = (N + 2) / 3;  
    reg signed [2*N:0] partial_products [NUM_PARTIALS-1:0];  
    wire signed [2*N+1:0] accum;  
    wire [N+3:0] Q;
    wire signed [N-1:0] neg_A;
    wire signed [N:0] x2_A;
    wire signed [N:0] x2_neg_A;
    wire signed [N+1:0] x3_A;
    wire signed [N+1:0] x3_neg_A;
    wire signed [N+1:0] x4_A;
    wire signed [N+1:0] x4_neg_A;
    wire signed [N-1:0] A,B;
    reg signed [N-1:0] a_reg, b_reg;
    integer i;
    wire [2*N-1:0] Product;
	always @(*) begin
        for (i = 0; i < NUM_PARTIALS; i = i + 1) begin : booth_encoding
                if (!rst) begin
                    partial_products[i] = 0;
                end else begin
                    case ({Q[3*i+3], Q[3*i+2], Q[3*i+1], Q[3*i]})
                        4'b0000, 4'b1111: partial_products[i] = 0;
                        4'b0001, 4'b0010: partial_products[i] = {{(2*N+1-N){A[N-1]}}, A};        
                        4'b0011, 4'b0100: partial_products[i] = {{(2*N+1-(N+1)){x2_A[N]}}, x2_A};   
                        4'b0101, 4'b0110: partial_products[i] = {{(2*N+1-(N+2)){x3_A[N+1]}}, x3_A};  
                        4'b0111:          partial_products[i] = {{(2*N+1-(N+2)){x4_A[N+1]}}, x4_A};  
                        4'b1000:          partial_products[i] = {{(2*N+1-(N+2)){x4_neg_A[N+1]}}, x4_neg_A};  
                        4'b1001, 4'b1010: partial_products[i] = {{(2*N+1-(N+2)){x3_neg_A[N+1]}}, x3_neg_A};  
                        4'b1011, 4'b1100: partial_products[i] = {{(2*N+1-(N+1)){x2_neg_A[N]}}, x2_neg_A};    
                        4'b1101, 4'b1110: partial_products[i] = {{(2*N+1-N){neg_A[N-1]}}, neg_A};  
                        default:          partial_products[i] = 0;
                    endcase
                end
            end
        end
	always @(posedge clk or negedge rst) begin
		if(!rst) begin
			a_reg <= 0;
			b_reg <= 0;
			Prod <= 0;
		end
		else begin
			a_reg <= a;
			b_reg <= b;
			Prod <= Product;
		end
	end
	WallaceTreeMult mul(
		.clk(clk),
		.rst(rst),
		.P1_in(partial_products[0][15:0]),
		.P2_in(partial_products[1][12:0]),
		.P3_in(partial_products[2][9:0]),
		.Out(Product)
    );
    assign Q = {{3{B[N-1]}},B[N-1:0],1'b0};
    assign A = (a_reg[N-1] & b_reg[N-1]) ? (~a_reg + 1) : (b_reg[N-1] ? b_reg : a_reg);
    assign B = (a_reg[N-1] & b_reg[N-1]) ? (~b_reg + 1) : (b_reg[N-1] ? a_reg : b_reg);
    assign neg_A = ~A + 1'b1;  
    assign x2_A = {A[N-1], A} << 1;   
    assign x3_A = ({{2{A[N-1]}}, A} << 1) + {{2{A[N-1]}}, A};  
    assign x4_A = {{2{A[N-1]}}, A} << 2;   
    assign x2_neg_A = (~{A[N-1], A} + 1'b1) << 1;   
    assign x3_neg_A = {x2_neg_A[N-1],x2_neg_A} + {{2{neg_A[N-1]}},neg_A}; 
    assign x4_neg_A = (~{{2{A[N-1]}}, A} + 1'b1) << 2;   
endmodule
[constraint.sdc]
current_design radix8_booth_multiplier

set clk_period 4.5
set clk_io_pct 0.2

create_clock -name clk0 -period $clk_period [get_ports {clk}]

set non_clock_inputs [all_inputs -no_clocks]
set_input_delay [expr $clk_period * $clk_io_pct] -clock clk0 $non_clock_inputs
set_output_delay [expr $clk_period * $clk_io_pct] -clock clk0 [all_outputs]
==> impl_metrics.xml <==
<?xml version="1.0" encoding="UTF-8"?>
<metrics>
  <group name="run_status">
    <metric name="run_status" unit="">completed</metric>
  </group>
  <group name="synth">
    <metric name="yosysCellCount" unit="">636</metric>
    <metric name="netlist_instances" unit="">636</metric>
    <metric name="synth_flops" unit="">105</metric>
    <metric name="yosysSeqAreaShare" unit="">0.406</metric>
    <metric name="netlist-cell-type-count" unit="">87</metric>
    <metric name="synthesis.yosys.warnings" unit="">14</metric>
    <metric name="synth-edff-count" unit="">0</metric>
    <metric name="synth_area_per_cell" unit="sq um">10.2</metric>
    <metric name="synthXorXnorAreaFrac" unit="">0.0334</metric>
    <metric name="flop_cell" unit="">sky130_fd_sc_hd__dfrtp_1</metric>
    <metric name="yosys-dominant-comb-family" unit="">AND-OR/OR-AND gates</metric>
    <metric name="ys_sh_mux" unit="">0.0182</metric>
    <metric name="ys_sh_aoi" unit="">0.208</metric>
    <metric name="mapped_cell_area" unit="sq um">6470</metric>
    <metric name="post_synth_arst_share" unit="">1.00</metric>
    <metric name="synth.yosys.chip_area" unit="sq um">6470</metric>
    <metric name="synthSimpleGateAreaFrac" unit="">0.143</metric>
    <metric name="yosys_adder_share" unit="">0.134</metric>
  </group>
  <group name="clock_network">
    <metric name="clock_sink_count" unit="">105</metric>
    <metric name="cts_htree_levels" unit="">3</metric>
    <metric name="cts_hold_buffers" unit="">0</metric>
    <metric name="setup_buffers_after_cts" unit="">0</metric>
    <metric name="cts_made_buffers" unit="">9</metric>
    <metric name="cts.root.buffer_cell" unit="">sky130_fd_sc_hd__clkbuf_16</metric>
    <metric name="clock_insertion_delay_worst_skew" unit="ps">350</metric>
    <metric name="clk_pin_slew" unit="ps">70</metric>
    <metric name="tritoncts" unit="">done</metric>
    <metric name="cts.path.max_buffers" unit="">2</metric>
  </group>
  <group name="final_timing">
    <metric name="rsz0062_at_grt" unit="">yes</metric>
    <metric name="tightestPinTransition" unit="ps">1010</metric>
    <metric name="clock_period_minus_worst_slack" unit="ps">4470</metric>
    <metric name="hold_slack" unit="ps">347</metric>
    <metric name="final_slew_viol_count" unit="">0</metric>
    <metric name="finalSetupViolCount" unit="">0</metric>
    <metric name="post-route-worst-setup-slack" unit="ps">32.7</metric>
    <metric name="max_freq" unit="MHz">224</metric>
    <metric name="finalCritPeriodShare" unit="">0.993</metric>
    <metric name="finClkSkew" unit="ps">3.37</metric>
    <metric name="tns" unit="ps">0</metric>
    <metric name="maxSlewHeadroom" unit="">0.328</metric>
    <metric name="hold_viol" unit="">0</metric>
  </group>
  <group name="grt">
    <metric name="grt_first_pass_wirelength" unit="microns">27000</metric>
    <metric name="grt_max_degree" unit="">51</metric>
    <metric name="grt_util_all_layers" unit="">0.223</metric>
    <metric name="antenna_found_initial" unit="">0</metric>
    <metric name="grt_pass1_vias" unit="">4790</metric>
    <metric name="globalRoute.totalOverflow" unit="">0</metric>
  </group>
  <group name="drt">
    <metric name="route.detailed.vias_per_inst" unit="">5.54</metric>
    <metric name="drt_wl_total" unit="microns">17000</metric>
    <metric name="antenna_cells" unit="">0</metric>
    <metric name="avgRoutedWirePerCell" unit="microns">18.7</metric>
    <metric name="ant_nets" unit="">0</metric>
    <metric name="dr_total_vias" unit="">5040</metric>
    <metric name="drtPass1Iterations" unit="">6</metric>
    <metric name="first_iter_violations" unit="">427</metric>
    <metric name="route.detailed.drc" unit="">0</metric>
  </group>
  <group name="critical_path">
    <metric name="worst_r2r_endpoint" unit="">mul.Out[15]</metric>
    <metric name="critical_path_peak_fanout" unit="">1</metric>
    <metric name="regToRegSetupSlack" unit="ps">30</metric>
    <metric name="crit_slowest_cell" unit="">sky130_fd_sc_hd__fa_2</metric>
    <metric name="critical_path.cell_chain" unit="">ha_2, fa_2, fa_2, fa_1, ha_1, inv_1, fa_2, fa_2, fa_2, fa_2, fa_2, fa_2, fa_2, fa_2, xnor2_2, xnor2_1</metric>
    <metric name="setup.worst_path.end_class" unit="">flop</metric>
    <metric name="critical_path_class" unit="">flop to flop</metric>
    <metric name="critPathBufInv" unit="">1</metric>
    <metric name="worstReg2RegStart" unit="">mul.P2_double[0]</metric>
    <metric name="max_stage_delay" unit="ps">360</metric>
    <metric name="arrival" unit="ps">4710</metric>
    <metric name="critical_path.startpoint_type" unit="">flop</metric>
    <metric name="critPathMostFrequentCell" unit="">sky130_fd_sc_hd__fa_2</metric>
    <metric name="worst-endpoint-required" unit="ps">4740</metric>
    <metric name="startpoint_of_the_most_critical_setup_path" unit="">mul.P2_double[0]</metric>
    <metric name="crit_family" unit="">adder cells</metric>
    <metric name="rr_worst_depth" unit="">16</metric>
  </group>
  <group name="placed_design">
    <metric name="dp_wirelength" unit="microns">12700</metric>
    <metric name="place_congestion" unit="">0.933</metric>
    <metric name="placedInstanceArea" unit="sq um">7220</metric>
    <metric name="numPortBuffers" unit="">33</metric>
    <metric name="pre_cts_ws" unit="ps">-139</metric>
  </group>
  <group name="pwr">
    <metric name="pwr-share-comb" unit="">0.329</metric>
    <metric name="cellLeakagePower" unit="nW">3.30</metric>
    <metric name="clkPwrFrac" unit="">0.266</metric>
    <metric name="power.share.sequential" unit="">0.405</metric>
    <metric name="power.net_switching" unit="mW">0.991</metric>
    <metric name="cell_internal_pwr" unit="mW">2.04</metric>
    <metric name="power.density" unit="nW/um^2">401</metric>
    <metric name="switching_share" unit="">0.327</metric>
    <metric name="finalPower" unit="mW">3.03</metric>
    <metric name="worst_ir_drop_vdd" unit="uV">241</metric>
  </group>
  <group name="cells_and_area">
    <metric name="synthToLayoutAreaGrowth" unit="%">16.7</metric>
    <metric name="reg.largest.list" unit="">Prod: 16 flops, mul.Out: 16 flops</metric>
    <metric name="mostFrequentLayoutCell" unit="">sky130_fd_sc_hd__dfrtp_1</metric>
    <metric name="final_layout_size_suffix_gt1_frac" unit="">0.147</metric>
    <metric name="final_design_area_no_fill" unit="sq um">7560</metric>
    <metric name="final_cell_mix" unit="">105 x sky130_fd_sc_hd__dfrtp_1, 51 x sky130_fd_sc_hd__nor2_1, 46 x sky130_fd_sc_hd__inv_1, 42 x sky130_fd_sc_hd__buf_4, 37 x sky130_fd_sc_hd__nand2_1</metric>
    <metric name="layout.filler_cells" unit="">1443</metric>
  </group>
  <group name="min_path">
    <metric name="hold_path.class" unit="">flop to flop</metric>
    <metric name="hold_end" unit="">mul.Out[0]</metric>
    <metric name="worstHoldStart" unit="">mul.P1_double[0]</metric>
    <metric name="min_path_cells" unit="">0</metric>
  </group>
  <group name="floorplanning">
    <metric name="fp_util" unit="">0.409</metric>
    <metric name="top_level_ports" unit="">34</metric>
    <metric name="area_inside_the_core_boundary" unit="sq um">15800</metric>
    <metric name="rows" unit="">46</metric>
    <metric name="floorplan.die.width" unit="microns">129</metric>
    <metric name="chip_area" unit="sq um">16700</metric>
    <metric name="fp.dieH" unit="microns">129</metric>
  </group>
  <group name="flow_run">
    <metric name="stage_log_warnings" unit="">34</metric>
    <metric name="maxCapViolations" unit="">0</metric>
  </group>
</metrics>
## routing by layer
metal	up-vias	track usage	wire (microns)
li1	2409	-	-
met1	2428	0.332	7490
met2	179	0.355	8200
met3	24	0.0324	897
met4	0	0.0519	389
met5	-	0	0
## logic make-up (layout without fill, tap and decap cells)
family	Yosys count	after routing
mux	11	11
simple gates	174	174
flops	105	105
fa+ha+maj	57	57
xor+xnor	23	23
buf+inv	80	138
compound gates	186	186
## worst max-delay path by stage
stage	to	slack (ps)	cells past startpoint
4_1_cts	mul.Out[15]	-40	16
5_1_grt	mul.Out[15]	-130	16
6_report	mul.Out[15]	30	16
## metrics by stage
step | util | cells
floorplan | - | 636
global placement | 0.456 | 894
detailed placement | 0.456 | 894
CTS | 0.477 | 910
global route | 0.478 | 910
finish | 0.478 | 910
## cell usage after synthesis, types with 13 or more instances
cell / instances / share of area
sky130_fd_sc_hd__nor2_1: 51 / 0.030
sky130_fd_sc_hd__ha_1: 35 / 0.068
sky130_fd_sc_hd__nand2_1: 37 / 0.021
sky130_fd_sc_hd__o21ai_0: 36 / 0.028
sky130_fd_sc_hd__inv_1: 46 / 0.027
sky130_fd_sc_hd__a21oi_1: 31 / 0.024
sky130_fd_sc_hd__buf_2: 13 / 0.010
sky130_fd_sc_hd__nand3_1: 13 / 0.010
sky130_fd_sc_hd__fa_1: 21 / 0.065
sky130_fd_sc_hd__dfrtp_1: 105 / 0.41
sky130_fd_sc_hd__nor3_1: 21 / 0.016
sky130_fd_sc_hd__xnor2_1: 17 / 0.023
## cell type report
| cell class | instances | area [sq um] | area share |
|---|---|---|---|
| inverters | 48 | 180 | 0.0238 |
| clock buffers | 9 | 225 | 0.0298 |
| multi-input cells | 451 | 3520 | 0.466 |
| well taps | 216 | 270 | 0.0358 |
| clock inverters | 7 | 98.8 | 0.0131 |
| repair buffers | 74 | 636 | 0.0841 |
| flip-flops and latches | 105 | 2630 | 0.348 |
## power groups by stage
stage	registers [mW]	logic (mW)	clock network, mW
6_report	1.23	0.998	0.807
4_1_cts	1.23	1.00	0.838
5_1_grt	1.25	1.12	0.881
## what timing repair did
item	in CTS	in global routing
setup endpoints to repair	2	2
gates cloned	0	0
pin swaps	1	2
resized	4	1
Power figures rest on the tool's default switching activity, not on a simulated workload.
